## /design/flow/config.mk

```make
export PLATFORM = sky130hd
export DESIGN_NAME = baudRateGenerator
export DESIGN_NICKNAME = baudRateGenerator
export VERILOG_FILES = /design/flow/design.v
export SDC_FILE = /design/flow/constraint.sdc
export NUM_CORES = 4
export LEC_CHECK = 1
export CORE_AREA = 10 10 70 70
export DIE_AREA = 0 0 80 80
```

## /design/flow/constraint.sdc

```tcl
current_design baudRateGenerator

set clk_period 2.1
set clk_io_pct 0.2

create_clock -name clk0 -period $clk_period [get_ports {clk}]

set non_clock_inputs [all_inputs -no_clocks]
set_input_delay [expr $clk_period * $clk_io_pct] -clock clk0 $non_clock_inputs
set_output_delay [expr $clk_period * $clk_io_pct] -clock clk0 [all_outputs]
```

## /design/flow/design.v

```verilog
module baudRateGenerator(clk, baudRate);
input clk;  
output baudRate;  
reg baud;
reg [12:0] baudReg = 0;
buf(baudRate, baud);
always @(posedge clk)
begin
	baudReg <= baudReg + 1;
	if (baudReg == 2603)
		begin
			baud <= !baud;
			baudReg <= 0;
		end
end
endmodule
```

## /design/flow/run.sh

```bash
#!/bin/bash
# OpenROAD 26Q1-2900-gdf79404cd8, Yosys 0.63+post, stock flow scripts
make -C /OpenROAD-flow-scripts/flow DESIGN_CONFIG=/design/flow/config.mk WORK_HOME=/design/flow/orfs finish
```

==> results.txt <==
Flow results are below.

- The placement-stage worst setup slack is 0.5197 ns, for reference.
- Gates resized during post-CTS repair numbered 0.
- The first global-routing pass estimated 1587 µm of wire.
- Dividing the synthesized area by the synthesized cell count gives 10.05 µm².
- The area of the mapped netlist is 603.1 µm², for reference.
- After synthesis, the netlist uses 27 different library cells.
- Combinational cells account for 0% of the total power.
- The endpoint arrival time on the critical path is 1.54 ns, for reference.
- The setup slack after layout is 0.5198 ns, for reference.
- The synthesis report lists the most area-consuming cells as sky130_fd_sc_hd__dfxtp_1 43%, sky130_fd_sc_hd__xnor2_1 10%, sky130_fd_sc_hd__edfxtp_1 5.0%.
- The count of max-cap constraint violations is 0, for reference.
- The sort of element at the start of the critical path is a flip-flop, for reference.
- For the worst flop-to-flop path, the logic depth is 2.
- The transition time at the pin with the least slew margin is 0.2825 ns, for reference.
- The top-area cell type share of the netlist area is 43.15%, for reference.
- The final critical path time including I/O delays and setup is 1.580 ns, for reference.
- The area of the die is 6400 µm², for reference.
- The maximum cell stage delay along the critical path is 0.52 ns, for reference.
- After floorplanning, the core was divided into 21 placement rows.
- The share of power burned in the clock network is 36.2%, for reference.
- The count of clock tree sinks is 14, for reference.
- The upper clock frequency limit is 632.8 MHz, for reference.
- The setup TNS is 0 ns, for reference.
- The clock tree from TritonCTS is built, for reference.
- The category of the critical setup timing path is flip-flop to flip-flop, for reference.
- Relative to the synthesized area, the layout overhead comes to 14.94%.
- The clock passes through at most 2 buffers.
- Traced cell by cell, the critical path runs through or4b_4 -> nor3_4.
- The pin count of the biggest net entering global routing is 9, for reference.
- The region available for standard cell placement spans 3416 µm².
- The register bit count reported by yosys is 14, for reference.
- The standby leakage power is 0.2202 nW, for reference.
- The multi-input combinational cells in the finished layout cover a total of 305.3 µm².
- Input and output buffers added on the ports amount to 1.
- The number of global-route vias before repair was 386.
- The post-detailed-routing wire length is 978 µm, for reference.
- The count of antenna diodes in the layout is 0, for reference.
- The total count of max-transition violations in the final report is 0, for reference.
- The number of antenna violations at the first check in global routing is 0.
- The net switching power of the design is 0.00007819 W, for reference.
- The routed layout has 447 vias.
- Counting every instance in the synthesized netlist gives 60.
- The average routed wire per standard cell is 8.891 µm, for reference.
- The CTS report gives the tree buffer count as 3.
- The warning tally printed by Yosys for this design is 1.
- The worst path buffer plus inverter count is 0, for reference.
- The internal power of the cells totals 0.0003413 W.
- After clock tree synthesis, the flow added hold-fix buffers numbering 0.
- The die outline width is 80 µm, for reference.
- The top-level port count is 2, for reference.
- The final setup violation count is 0, for reference.
- The leading area contributor after synthesis is sky130_fd_sc_hd__dfxtp_1, for reference.
- The analysis reports a worst IR drop on VDD of 148.3 µV.
- Buffers added to address setup during post-CTS repair amount to 0.
- The number of filler cells placed in the layout is 383, for reference.
- The switching share of total power is 18.64%, for reference.
- The final hold violation count recorded for this run is 0.
- The slowest stage of the critical path is the sky130_fd_sc_hd__or4b_4 cell.
- The power density over the cells is 605.2 nW/µm², for reference.
- The height of the die is 80 µm, for reference.
- The maximum clock skew at final layout is 0.005972 ns, for reference.
- The kind of cell with the highest combined delay on the critical path is simple AND/OR/NAND/NOR gates, for reference.
- Setup repair after global routing left no endpoint under its margin.
- The placed wire-length estimate is 685 µm, for reference.
- The post-route netlist has 7.813% of its cells at a drive strength greater than 1.
- The flow ran to the end, and the final reports show no timing, DRC or antenna violations.
- The placement summary gives the final routability congestion estimate as 0.8295.
- The worst setup path is captured at a flip-flop.
- The total global routing overflow is 0, for reference.
- The largest fanout of any net on the critical path is 8, for reference.
- The starting utilization of the core area is 17.66%, for reference.
- The synth_stat.txt file lists the number of cells as 60.
- The critical path crosses 2 cells after its start point.
- CTS placed an instance of sky130_fd_sc_hd__clkbuf_4 at the clock tree root.
- The register cell area after layout is 290.3 µm², for reference.
- After the first detailed-routing iteration, the DRC count stood at 14.
- The worst max-slew margin expressed relative to the limit is 81.10%, for reference.
- Summing over the stages, the warning tally comes to 25.
- In the CTS report, the clock slew at the register clock pins of the worst setup and hold paths is listed as 0.08 ns.
- Per the detail_route report, DRC violations left total 0.
- In the finished design, the share of the clock period the worst path needs comes to 75.25%.
- The chip area from the yosys synthesis statistics is 603.1 µm², for reference.
- Per the post-route antenna check, the number of violating nets is 0.
- The combined global-route utilization of all metal layers is 2.903%, for reference.
- The pre-antenna-repair detailed-routing pass consisted of 4 iterations.
- The number of H-tree branching levels is 1, for reference.
- In this run, flip-flops and latches consume 63.8% of the power.
- The clock latency at the later pin of the worst-skew pair is 0.27 ns, for reference.
- At the worst endpoint, the required time is 2.06 ns.
- Hold analysis shows the worst path with a depth of 1.
- The type of the most critical hold path is flip-flop to flip-flop, for reference.
- For this run, the register share of the synthesized area comes to 48.13%.
- The number of vias per cell is 4.064, for reference.
layout make-up:
class | instances | share of cell area (%)
repair buffers | 1 | 1.444
inverters | 1 | 0.5415
clock buffers | 4 | 3.791
well taps | 46 | 8.303
flip-flops and latches | 14 | 41.88
multi-input cells | 44 | 44.04
per-layer routing:
metal  part of all wire, %  track usage [%]  wire length [µm]
met2                    47            4.494               459
met3                   1.0           0.4545                10
met1                    52            3.844               508
met5                     0                0                 0
met4                     0            1.408                 0
sequential cells by signal, indices dropped and copies added, names as in the netlist:
register / count
baudReg: 13
baud: 1
cells by family after synthesis:
logic type / count (synthesis) / share of synthesized area, %
adders and majority gates: 1 / 2.074
xor gates and xnor gates: 8 / 11.62
buffers and inverters: 2 / 1.244
and+or+nand+nor: 29 / 30.92
DFF: 14 / 48.13
AOI/OAI and AO/OA: 6 / 6.016
power by group through the flow:
| stage | Combinational [W] | Clock [W] | Sequential (W) |
|---|---|---|---|
| after CTS | 0.0000000000890 | 0.000158 | 0.000268 |
| after global routing | 0.0000000000890 | 0.000172 | 0.000268 |
| final | 0.0000000000890 | 0.000152 | 0.000268 |
final timing paths:
check	from	to	slack, ns
setup / recovery	baudReg[5]	baud	0.52
hold / removal	baudReg[12]	baudReg[12]	0.46
setup reg to reg	baudReg[5]	baud	0.52
hold reg to reg	baudReg[12]	baudReg[12]	0.46
synthesized netlist by cell type:
master                     number
sky130_fd_sc_hd__dfxtp_1       13
sky130_fd_sc_hd__xnor2_1        7
sky130_fd_sc_hd__nand2_1        4
sky130_fd_sc_hd__nand3_1        4
sky130_fd_sc_hd__a21oi_1        3
sky130_fd_sc_hd__nand4_1        3
sky130_fd_sc_hd__nor2_1         3
sky130_fd_sc_hd__and4_1         2
sky130_fd_sc_hd__nor3_1         2
sky130_fd_sc_hd__nor4_1         2
sky130_fd_sc_hd__a41oi_1        1
sky130_fd_sc_hd__and2_1         1
sky130_fd_sc_hd__and3_1         1
sky130_fd_sc_hd__clkbuf_1       1
sky130_fd_sc_hd__edfxtp_1       1
sky130_fd_sc_hd__ha_1           1
sky130_fd_sc_hd__inv_1          1
sky130_fd_sc_hd__nand4b_1       1
sky130_fd_sc_hd__nor2b_1        1
sky130_fd_sc_hd__nor3_4         1
sky130_fd_sc_hd__o21ai_0        1
sky130_fd_sc_hd__o31ai_1        1
sky130_fd_sc_hd__or3_1          1
sky130_fd_sc_hd__or4_1          1
sky130_fd_sc_hd__or4b_1         1
sky130_fd_sc_hd__or4b_4         1
sky130_fd_sc_hd__xor2_1         1
per-stage QoR:
step / cell area (µm²) / hold slack (ns) / power (W) / utilization [%] / cells
floorplan: 603.1 / 0.4263 / 0.0002741 / - / 60
global placement: 666.9 / 0.4425 / 0.0002741 / 19.52 / 106
detailed placement: 666.9 / 0.4540 / 0.0002741 / 19.52 / 106
CTS: 693.2 / 0.4681 / 0.0004262 / 20.29 / 110
global route: 693.2 / 0.4899 / 0.0004396 / 20.29 / 110
finish: 693.2 / 0.4647 / 0.0004195 / 20.29 / 110
placed cells by master (no fill, tap or decap), drive strengths merged, types with 2 or more instances in the layout:
master / Yosys / layout
dfxtp: 13 / 13
xnor2: 7 / 7
nand3: 4 / 4
nand2: 4 / 4
clkbuf: 1 / 4
nor2: 3 / 3
nand4: 3 / 3
a21oi: 3 / 3
nor3: 3 / 3
nor4: 2 / 2
and4: 2 / 2
or4b: 2 / 2
Power figures rest on the tool's default switching activity, not on a simulated workload.
