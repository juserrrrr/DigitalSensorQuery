==> flow/design.v <==
module dht(
	input clk, 				 
	inout [31:0]dht_data, 			 
	input start_bit, 			 
	input [4:0]sensorIndex, 		 
	output reg errorSensor, 		 
	output reg done,                	 
	output [7:0]hum_int, 			 
	output [7:0]hum_float, 			 
	output [7:0]temp_int, 			 
	output [7:0]temp_float, 		 
	output [7:0]check_sum 			 
	);
	reg [31:0]direction; 			 
	reg [14:0]counter; 			 
	reg [5:0]index; 			 
	reg [39:0]temp_data; 			 
	reg [31:0]send; 			 
	wire [31:0]read; 			 
	reg error; 				 
	triState tris0(dht_data[0], direction[0], send[0], read[0]);
	triState tris1(dht_data[1], direction[1], send[1], read[1]);
	triState tris2(dht_data[2], direction[2], send[2], read[2]);
	triState tris3(dht_data[3], direction[3], send[3], read[3]);
	triState tris4(dht_data[4], direction[4], send[4], read[4]);
	triState tris5(dht_data[5], direction[5], send[5], read[5]);
	triState tris6(dht_data[6], direction[6], send[6], read[6]);
	triState tris7(dht_data[7], direction[7], send[7], read[7]);
	triState tris8(dht_data[8], direction[8], send[8], read[8]);
	triState tris9(dht_data[9], direction[9], send[9], read[9]);
	triState tris10(dht_data[10], direction[10], send[10], read[10]);
	triState tris11(dht_data[11], direction[11], send[11], read[11]);
	triState tris12(dht_data[12], direction[12], send[12], read[12]);
	triState tris13(dht_data[13], direction[13], send[13], read[13]);
	triState tris14(dht_data[14], direction[14], send[14], read[14]);
	triState tris15(dht_data[15], direction[15], send[15], read[15]);
	triState tris16(dht_data[16], direction[16], send[16], read[16]);
	triState tris17(dht_data[17], direction[17], send[17], read[17]);
	triState tris18(dht_data[18], direction[18], send[18], read[18]);
	triState tris19(dht_data[19], direction[19], send[19], read[19]);
	triState tris20(dht_data[20], direction[20], send[20], read[20]);
	triState tris21(dht_data[21], direction[21], send[21], read[21]);
	triState tris22(dht_data[22], direction[22], send[22], read[22]);
	triState tris23(dht_data[23], direction[23], send[23], read[23]);
	triState tris24(dht_data[24], direction[24], send[24], read[24]);
	triState tris25(dht_data[25], direction[25], send[25], read[25]);
	triState tris26(dht_data[26], direction[26], send[26], read[26]);
	triState tris27(dht_data[27], direction[27], send[27], read[27]);
	triState tris28(dht_data[28], direction[28], send[28], read[28]);
	triState tris29(dht_data[29], direction[29], send[29], read[29]);
	triState tris30(dht_data[30], direction[30], send[30], read[30]);
	triState tris31(dht_data[31], direction[31], send[31], read[31]);
	reg [3:0]state = 0;  
	parameter IDLE=0, START=1, DETECT_SIGNAL=2, WAIT_DHT11=3, DHT11_RESPONSE=4, 
	DHT11_HIGH_RESPONSE=5, TRANSMIT=6, DETECT_BIT=7, WAIT_SIGNAL=8, STOP = 9;
	assign hum_int[7:0] = temp_data[39:32];
	assign hum_float[7:0] = temp_data[31:24];
	assign temp_int[7:0] = temp_data[23:16];
	assign temp_float[7:0] = temp_data[15:8];
	assign check_sum[7:0] = temp_data[7:0];
	initial begin
		send <= 32'hFFFFFFFF;  
		direction <= 32'hFFFFFFFF;  
	end
	always @(posedge clk) begin
		case(state)
			IDLE: begin 
				error <= 0;
				done <= 0;
				errorSensor <= 0;
				if (start_bit ==1) begin  
					temp_data = 0;  
					index = 0;  
					send[sensorIndex] <= 0;  
					counter <= 0;  
					state <= START;
				end	
			end
			START: begin 
				counter <= counter + 1;
				if(counter == 19000) begin  
					counter <= 0;  
					send[sensorIndex] <= 1;  
					state <= DETECT_SIGNAL;  
				end
			end
			DETECT_SIGNAL:begin 
				counter <= counter + 1;
				if(counter == 20) begin  
					counter <= 0;  
					direction[sensorIndex] <= 0;  
					state <= WAIT_DHT11;  
				end
			end
			WAIT_DHT11: begin 
				counter <= counter + 1;
				if(counter == 21 || read[sensorIndex] == 0) begin  
					counter <= 0;  
					direction[sensorIndex] <= 0;  
					state <= DHT11_RESPONSE;  
				end
			end
			DHT11_RESPONSE:  begin 
				counter <= counter + 1;
				if(read[sensorIndex] == 1 || counter == 100) begin  
					counter <= 0;
					if(read[sensorIndex] == 0) begin  
						error <= 1;
						state <= WAIT_SIGNAL;  
					end else begin  
						state <= DHT11_HIGH_RESPONSE;  
					end
				end 
			end
			DHT11_HIGH_RESPONSE: begin 
				counter <= counter + 1;
				if(read[sensorIndex] == 0 || counter == 100) begin  
					if(read[sensorIndex] == 1) begin  
						counter <= 0;
						error <= 1;
						state <= WAIT_SIGNAL;  
					end else begin  
						counter <= 0;
						state <= TRANSMIT;  
					end
				end
			end
			TRANSMIT: begin 
				if(index < 40) begin  
					counter <= counter + 1;
					if(read[sensorIndex] == 1 || counter == 70) begin  
						counter <= 0;
						if(read[sensorIndex] == 0) begin  
							error <= 1;
							state <= WAIT_SIGNAL;  
						end else begin  
							state <= DETECT_BIT;  
						end
					end
				end else begin  
					state <= WAIT_SIGNAL;  
				end
			end
			DETECT_BIT: begin 
				if(read[sensorIndex] == 1 && counter < 100) begin  
					counter <= counter + 1;
				end else begin
					if (counter > 99) begin  
						error <= 1;
						state <= WAIT_SIGNAL;
					end else if(counter > 50) begin  
						temp_data[39-index] <= 1;  
						state <= TRANSMIT;  
						index <= index + 1;  
					end else begin  
						temp_data[39-index] <= 0;  
						state <= TRANSMIT;  
						index <= index + 1;  
					end
					counter <= 0;  
				end
			end
			WAIT_SIGNAL: begin 
				counter <= counter + 1;
				if (counter == 100) begin  
					counter <= 0;
					send[sensorIndex] <=1;
					direction[sensorIndex] <= 1;  
					state <= STOP;  
				end
			end
			STOP: begin 
				if(error == 1)
					errorSensor <= 1;
				done <= 1;
				state <= IDLE;  
			end
		endcase
	end
endmodule 	
module triState(
	inout port,		 
	input direction,	 
	input send,		 
	output read		 
	);
	assign port = direction ? send : 1'bZ;
	assign read = direction ? 1'bZ : port;
endmodule 
==> flow/config.mk <==
export PLATFORM = sky130hd
export DESIGN_NAME = dht
export DESIGN_NICKNAME = dht
export VERILOG_FILES = /design/flow/design.v
export SDC_FILE = /design/flow/constraint.sdc
export NUM_CORES = 4
export LEC_CHECK = 1
export CORE_UTILIZATION = 40
==> flow/constraint.sdc <==
current_design dht

set clk_period 11.0
set clk_io_pct 0.2

create_clock -name clk0 -period $clk_period [get_ports {clk}]

set non_clock_inputs [all_inputs -no_clocks]
set_input_delay [expr $clk_period * $clk_io_pct] -clock clk0 $non_clock_inputs
set_output_delay [expr $clk_period * $clk_io_pct] -clock clk0 [all_outputs]
==> flow/run.sh <==
#!/bin/bash
# OpenROAD 26Q1-2900-gdf79404cd8, Yosys 0.63+post, stock flow scripts
make -C /OpenROAD-flow-scripts/flow DESIGN_CONFIG=/design/flow/config.mk WORK_HOME=/design/flow/orfs finish
==> deck_impl_summary.md <==
Implementation Results

Status
  • Outcome: aborted with a tool error
  • Halt Stage: clock tree synthesis
  • Run Error: [error] [KeplerFormal.cpp:679] Workflow failed: Iso has multiple drivers: .dht_data24, _871_.Q0

Synthesis
  • YS warnings: 3
  • Mapped Cells: just over 500
  • Yosys reg bits: around 100
  • Post-synth ARST share: 0%
  • Flip-flops with a built-in enable: 100
  • Commonest flop: edfxtp_1
  • Synthesized area per cell: ~11 um^2
  • Ys cells: a little over 500
  • Largest type area fraction: a little over half
  • Seq/Total Area, Yosys: between 50% and 60%
  • Mapped Area: 0.005570 mm^2
  • Top cells by area: edfxtp_1 54%, nor2_1 4.9%, ha_1 4.7%
  • Yosys stat area: approximately 0.0056 mm^2
  • Yosys cell types: approximately 59
  • Yosys top cell by area: edfxtp_1

Die
  • Die y size: roughly 120 um
  • Row count: 42
  • Die W: 120.0 um
  • Initial Utilization: 41.57%
  • I/O pins: around 80

CTS
  • H-tree depth: 3
  • Number of setup buffers added after CTS: 0
  • Clk root buf: clkbuf_16
  • Clock buffer depth: 2
  • CTS Buf Count: 9
  • # clock sinks: 100
  • Cts hold-fix bufs: 0
  • Post_cts resized: 0

Placed design
  • Pre-CTS setup slack: 5576 ps
  • Global placer's final weighted congestion: between 0.9 and 1
  • PortBufs: between 40 and 50
  • Placed insts: a little over 700
  • Final HPWL DP: a little under 9 mm
  • Placed cell areas: between 0.006 and 0.007 mm^2
kinds of logic after synthesis:
family | share of synthesized area [%]
AND-OR/OR-AND | 7.323
buffers and inverters | 3.257
flip-flops | 53.91
XOR/XNOR | 3.302
adder cells (fa/ha/maj) | 4.717
multiplexers | 4.178
AND/OR/NAND/NOR | 23.32
cells in the mapped netlist (all sizes together), types with 9 or more instances:
cell / n
nor3: 33
o21ai: 14
nand2b: 10
a21oi: 11
clkbuf: 20
nor4: 11
nand4: 12
nor2: 72
ha: 21
inv: 19
xnor2: 13
nor3b: 9
edfxtp: 100
nand3: 18
nand2: 44
