==> flow/design.v <==
module uart(serialIn, serial_out, baudClk, 
addressIn, commandIn, address_out, command_out, value_out, start_send, clearUart);
input wire serialIn; 		 
input wire baudClk;		 
input wire clearUart;		 
output reg serial_out = 1;	 
reg error;			 
output reg [7:0] addressIn = 8'b00000000;
input [7:0] address_out;
output reg [7:0] commandIn = 8'b11111111;
input [7:0] command_out;
input [7:0] value_out;
reg [4:0] counter = 0;
reg [4:0] counter_sender = 0;
reg [2:0] state_reciever = 0;
reg [2:0] state_sender = 0;
reg addressOrCommand = 0;  
reg [1:0]address_or_command_sender = 0;
input start_send;
localparam [2:0]
	idle = 0,
	data_reciever = 1,
	stop_bit = 2,
	data_sender = 3;
always @(posedge baudClk) begin
	case (state_reciever)
		idle:  
			begin
				if (serialIn == 0) begin  
					counter <= 0;
					state_reciever <= data_reciever;
				end
				if (clearUart == 1) begin		 
					commandIn <= 8'b11111111;
				end
			end
		data_reciever:  
			begin
				error <= 0;
				if (addressOrCommand == 0)  
					addressIn[counter] <= serialIn;
				else
					commandIn[counter] <= serialIn;
				counter = counter + 1;  
				if (counter == 8) begin  
					addressOrCommand <= ~addressOrCommand;
					state_reciever <= stop_bit;  
				end
			end
		stop_bit:  
			begin
				state_reciever <= idle;  
			end
	endcase
end
always @(posedge baudClk) begin
	case (state_sender)
		idle:  
			begin 
				serial_out <= 1;  
				if (start_send) begin  
					counter_sender = 0;
					state_sender <= data_sender;  
				end
			end
		data_sender:
			begin
				if (counter_sender == 0)  
					serial_out <= 0;
				else if (counter_sender == 8)  
					begin
						if (address_or_command_sender == 0) begin  
							address_or_command_sender <= 1;
						end else if (address_or_command_sender == 1) begin  
							address_or_command_sender <= 2;
						end else  
							address_or_command_sender = 0;
						state_sender <= stop_bit;  
					end
				else	begin  
					if (address_or_command_sender == 0)  
						begin
							serial_out <= address_out[counter_sender - 1];  
						end
					else if(address_or_command_sender == 1)  
						begin
							serial_out <= command_out[counter_sender - 1];  
						end
					else 
					    begin  
						    serial_out <= value_out[counter_sender - 1];  
					    end
				end
				counter_sender = counter_sender + 1;  
			end
		stop_bit:
			begin
				serial_out <= 1;  
				if (address_or_command_sender == 1 || address_or_command_sender == 2 )  
					begin
						counter_sender = 0;
						state_sender <= data_sender;
					end
				else  
					state_sender <= idle;
			end
	endcase
end
endmodule
==> flow/run.sh <==
#!/bin/bash
# OpenROAD 26Q1-2900-gdf79404cd8, Yosys 0.63+post, stock flow scripts
make -C /OpenROAD-flow-scripts/flow DESIGN_CONFIG=/design/flow/config.mk WORK_HOME=/design/flow/orfs finish
==> flow/config.mk <==
export PLATFORM = sky130hd
export DESIGN_NAME = uart
export DESIGN_NICKNAME = uart
export VERILOG_FILES = /design/flow/design.v
export SDC_FILE = /design/flow/constraint.sdc
export NUM_CORES = 4
export LEC_CHECK = 1
export CORE_UTILIZATION = 30
==> flow/constraint.sdc <==
current_design uart

set clk_period 4.3
set clk_io_pct 0.2

create_clock -name clk0 -period $clk_period [get_ports {baudClk}]

set non_clock_inputs [all_inputs -no_clocks]
set_input_delay [expr $clk_period * $clk_io_pct] -clock clk0 $non_clock_inputs
set_output_delay [expr $clk_period * $clk_io_pct] -clock clk0 [all_outputs]
==> run_summary.xml <==
<?xml version="1.0" encoding="UTF-8"?>
<metrics>
  <group name="run_status">
    <metric name="run_status" unit="">finished, final reports clean</metric>
  </group>
  <group name="place">
    <metric name="place_congestion" unit="">0.836</metric>
    <metric name="dp_hpwl" unit="microns">3300</metric>
    <metric name="io_buffers" unit="">44</metric>
    <metric name="postPlaceCellArea" unit="sq mm">0.00273</metric>
  </group>
  <group name="critical_path">
    <metric name="worst-path-max-fanout" unit="">14</metric>
    <metric name="max_stage_delay" unit="ns">0.64</metric>
    <metric name="regToRegSetupSlack" unit="ns">1.22</metric>
    <metric name="crit_type" unit="">register to register</metric>
    <metric name="crit_chain" unit="">inv_1 -&gt; ha_1 -&gt; nor3b_1 -&gt; xnor2_1 -&gt; ha_1 -&gt; nand2b_1 -&gt; o41ai_1 -&gt; nand3_1 -&gt; nand2_1 -&gt; nand3_1</metric>
    <metric name="r2r-start" unit="">counter[0]</metric>
    <metric name="critical_path_required" unit="ns">4.31</metric>
    <metric name="critPathCaptureType" unit="">register</metric>
    <metric name="crit_path_top_delay_cell" unit="">sky130_fd_sc_hd__edfxtp_1</metric>
    <metric name="critical_path.reg2reg.endpoint" unit="">commandIn[1]</metric>
    <metric name="r2r_cells" unit="">10</metric>
    <metric name="critical_path_start_type" unit="">register</metric>
    <metric name="signal_arrival_time_at_the_worst_endpoint" unit="ns">3.09</metric>
  </group>
  <group name="final_timing">
    <metric name="slew_headroom" unit="%">43.9</metric>
    <metric name="timing.final.hold_violations" unit="">0</metric>
    <metric name="slew_viol_final" unit="">0</metric>
    <metric name="total_negative_setup_slacks" unit="ns">0</metric>
    <metric name="max_slew.worst_pin.slew" unit="ns">0.839</metric>
    <metric name="setup_viol" unit="">0</metric>
    <metric name="unrepaired_setup_endpoints_after_global_routing" unit="">false</metric>
    <metric name="fin_skew" unit="ns">0.0102</metric>
    <metric name="period_needed" unit="ns">3.08</metric>
    <metric name="min_period_over_period" unit="%">71.6</metric>
    <metric name="fmax" unit="GHz">0.325</metric>
  </group>
  <group name="min_path">
    <metric name="min-delay-path-class" unit="">register to register</metric>
    <metric name="worst_hold_path_ep" unit="">addressOrCommand</metric>
    <metric name="hp-start" unit="">addressOrCommand</metric>
    <metric name="min_delay_path_depth" unit="">1</metric>
  </group>
  <group name="grt">
    <metric name="grt_antenna_before_repair" unit="">0</metric>
    <metric name="grt_max_degree" unit="">16</metric>
    <metric name="global_route_overflow" unit="">0</metric>
    <metric name="grt_usage" unit="%">12.3</metric>
    <metric name="grt_first_pass_wirelength" unit="microns">7290</metric>
    <metric name="grt_pass1_vias" unit="">1580</metric>
  </group>
  <group name="power">
    <metric name="internal_power" unit="mW">1.12</metric>
    <metric name="max_vdd_drop" unit="uV">204</metric>
    <metric name="reported_net_switching_power" unit="mW">0.750</metric>
    <metric name="pwr-share-comb" unit="%">48.3</metric>
    <metric name="clock_power_share" unit="%">14.9</metric>
    <metric name="power.static_leakage" unit="nW">1.09</metric>
    <metric name="cellPowerDensity" unit="mW/mm^2">661</metric>
    <metric name="fraction_of_power_spent_switching_nets" unit="%">40.0</metric>
    <metric name="seqPwrFrac" unit="%">36.9</metric>
  </group>
  <group name="yosys">
    <metric name="synth-main-ff-cell" unit="">sky130_fd_sc_hd__edfxtp_1</metric>
    <metric name="fraction_of_post_synthesis_cell_area_in_the_top_cell_type_by_area" unit="%">46.0</metric>
    <metric name="post_synth_inst_count" unit="">222</metric>
    <metric name="ys_types" unit="">50</metric>
    <metric name="ff_latch_count_synth" unit="">34</metric>
    <metric name="synthesis.yosys.warnings" unit="">1</metric>
    <metric name="topCellsByArea" unit="">sky130_fd_sc_hd__edfxtp_1 (46%), sky130_fd_sc_hd__ha_1 (7.3%), sky130_fd_sc_hd__nand2_1 (6.8%), sky130_fd_sc_hd__nand3_1 (3.8%), sky130_fd_sc_hd__mux2i_1 (3.6%)</metric>
    <metric name="synth-edff-count" unit="">34</metric>
    <metric name="synthesis.area" unit="sq mm">0.00222</metric>
    <metric name="seq_total_area_yosys" unit="%">46.0</metric>
    <metric name="post_synth.cell_area_avg" unit="sq um">10.0</metric>
    <metric name="yosys-stat-cells" unit="">222</metric>
    <metric name="asyncSetResetFlopFracSynth" unit="%">0</metric>
    <metric name="library_cell_with_the_largest_summed_area_after_synthesis" unit="">sky130_fd_sc_hd__edfxtp_1</metric>
    <metric name="ys_chip_area" unit="sq mm">0.00222</metric>
  </group>
  <group name="route">
    <metric name="detail_route.wl_per_cell" unit="microns">11.8</metric>
    <metric name="dr.first_iter.drc_count" unit="">59</metric>
    <metric name="wl" unit="microns">4340</metric>
    <metric name="final_antenna_net_count" unit="">0</metric>
    <metric name="vias" unit="">1701</metric>
    <metric name="first_pass_drt_iterations" unit="">4</metric>
    <metric name="via_density" unit="">4.65</metric>
    <metric name="antenna_cells" unit="">0</metric>
    <metric name="drt_drc_violations_left" unit="">0</metric>
  </group>
  <group name="clock_tree">
    <metric name="postCtsResizedCells" unit="">0</metric>
    <metric name="tritoncts.num_buffers" unit="">5</metric>
    <metric name="cts_setup_buffers" unit="">0</metric>
    <metric name="cts-root-buf" unit="">sky130_fd_sc_hd__clkbuf_8</metric>
    <metric name="clock_tree.buffer_depth" unit="">2</metric>
    <metric name="clk_latency" unit="ns">0.28</metric>
    <metric name="ctsHoldBuffers" unit="">0</metric>
    <metric name="cts_htree_levels" unit="">2</metric>
    <metric name="clock_slew_at_the_register_clock_pins_of_the_worst_setup_and_hold_paths" unit="ns">0.07</metric>
    <metric name="numClockSinks" unit="">34</metric>
    <metric name="clock_tree_from_tritoncts" unit="">done</metric>
  </group>
  <group name="floorplanning">
    <metric name="die_height" unit="microns">88.0</metric>
    <metric name="ios" unit="">45</metric>
    <metric name="design.core.area" unit="sq mm">0.00721</metric>
    <metric name="total_number_of_placement_rows" unit="">31</metric>
    <metric name="fp-utilization" unit="%">30.8</metric>
    <metric name="chip_area" unit="sq mm">0.00775</metric>
    <metric name="dieWidth" unit="microns">88.0</metric>
  </group>
  <group name="final_layout">
    <metric name="layout.filler_cells" unit="">707</metric>
    <metric name="flow.area_growth_from_synthesis" unit="%">27.5</metric>
    <metric name="layout-drive-gt1-share" unit="%">6.74</metric>
    <metric name="final_cell_area" unit="sq mm">0.00283</metric>
  </group>
  <group name="flow_run">
    <metric name="max-cap-violations" unit="">0</metric>
    <metric name="warning_total_across_the_stage_logs" unit="">33</metric>
  </group>
</metrics>
## layer usage
| layer | wire [microns] | global-route usage [%] | up-vias |
|---|---|---|---|
| li1 | - | - | 869 |
| met4 | 37 | 1.03 | 0 |
| met5 | 0 | 0 | - |
| met3 | 266 | 3.44 | 4 |
| met2 | 2040 | 19.5 | 54 |
| met1 | 2000 | 18.3 | 774 |
## placed cells by master, fill, tap and decap left out, types with 2 or more instances in the layout
cell,count
sky130_fd_sc_hd__nand3b_1,2
sky130_fd_sc_hd__nor3_1,3
sky130_fd_sc_hd__nor3b_1,2
sky130_fd_sc_hd__o32a_1,2
sky130_fd_sc_hd__edfxtp_1,34
sky130_fd_sc_hd__nand2b_1,2
sky130_fd_sc_hd__o21ai_0,6
sky130_fd_sc_hd__or3_1,2
sky130_fd_sc_hd__a21oi_1,7
sky130_fd_sc_hd__a22oi_1,2
sky130_fd_sc_hd__ha_1,13
sky130_fd_sc_hd__nand2_1,40
sky130_fd_sc_hd__nand3_1,17
sky130_fd_sc_hd__clkdlybuf4s50_1,44
sky130_fd_sc_hd__nor2_1,19
sky130_fd_sc_hd__mux2_2,2
sky130_fd_sc_hd__mux2i_1,8
sky130_fd_sc_hd__xor2_1,5
sky130_fd_sc_hd__xnor2_1,4
sky130_fd_sc_hd__inv_1,18
sky130_fd_sc_hd__clkbuf_8,5
## critical path: cells and delay by family (launching register included)
kind / cells / cell delay (ns)
buffers and inverters: 1 / 0.12
adders and majority gates: 2 / 0.60
and+or+nand+nor: 5 / 0.60
DFF: 1 / 0.64
AOI/OAI and AO/OA: 1 / 0.55
xor gates and xnor gates: 1 / 0.29
## cells in the mapped netlist (2+ instances only)
| cell | count |
|---|---|
| sky130_fd_sc_hd__nor2_1 | 19 |
| sky130_fd_sc_hd__nor3_1 | 3 |
| sky130_fd_sc_hd__buf_6 | 3 |
| sky130_fd_sc_hd__nor3b_1 | 2 |
| sky130_fd_sc_hd__nand2b_1 | 2 |
| sky130_fd_sc_hd__mux2_2 | 2 |
| sky130_fd_sc_hd__ha_1 | 13 |
| sky130_fd_sc_hd__o21ai_0 | 6 |
| sky130_fd_sc_hd__or3_1 | 2 |
| sky130_fd_sc_hd__a21oi_1 | 7 |
| sky130_fd_sc_hd__inv_1 | 18 |
| sky130_fd_sc_hd__o32a_1 | 2 |
| sky130_fd_sc_hd__nand3b_1 | 2 |
| sky130_fd_sc_hd__xnor2_1 | 4 |
| sky130_fd_sc_hd__a22oi_1 | 2 |
| sky130_fd_sc_hd__xor2_1 | 5 |
| sky130_fd_sc_hd__mux2i_1 | 8 |
| sky130_fd_sc_hd__nand3_1 | 17 |
| sky130_fd_sc_hd__edfxtp_1 | 34 |
| sky130_fd_sc_hd__clkbuf_1 | 2 |
| sky130_fd_sc_hd__nand2_1 | 40 |
## power groups by stage
| stage | combinational, mW | clock, mW | sequential [mW] |
|---|---|---|---|
| after CTS | 0.918 | 0.285 | 0.692 |
| final | 0.904 | 0.278 | 0.691 |
| after global routing | 1.01 | 0.300 | 0.714 |
## kinds of logic (layout without fill, tap and decap cells)
group	after synthesis	after routing	synth area share, %
adder cells (fa/ha/maj)	13	13	7.32
AND/OR/NAND/NOR	100	100	22.0
buffers and inverters	26	71	6.03
XOR/XNOR	9	9	3.55
multiplexers	11	11	5.63
flip-flops	34	34	46.0
AND-OR/OR-AND	29	29	9.52
## cell type report
type	instances	area [sq um]	share of cell area (%)
multi-input combinational	162	1070	37.6
sequential	34	1020	36.0
timing repair buffer	45	448	15.8
tap	99	124	4.37
inverter	19	71.3	2.52
clock buffer	5	68.8	2.43
clock inverter	2	33.8	1.19
## flip-flops by register name (all words and copies together) (netlist names)
register and cells:
address_or_command_sender 2, state_sender 2, state_reciever 2, commandIn 8, addressIn 8, counter 5
addressOrCommand 1, serial_out 1, counter_sender 5
## how the worst max path moves through the flow
stage	start	to	depth (start not counted)
after CTS	counter[0]	commandIn[1]	10
after global routing	counter[0]	commandIn[1]	10
final	counter[0]	commandIn[1]	10
## per-stage QoR
step                utilization (%)  setup WS [ns]  hold slack, ns  cells  power, mW
finish                         39.3           1.22           0.558    366       1.87
global route                   39.3          0.772           0.577    366       2.02
CTS                            39.3           1.19           0.556    366       1.89
floorplan                         -           1.65           0.491    222       1.38
global placement               37.8           1.34           0.532    359       1.60
detailed placement             37.8           1.19           0.542    359       1.61
Power is estimated from default activity; no workload was simulated.
